===== flow/config.mk =====
export PLATFORM = sky130hd
export DESIGN_NAME = user_logic
export DESIGN_NICKNAME = user_logic
export VERILOG_FILES = /design/flow/design.v
export SDC_FILE = /design/flow/constraint.sdc
export NUM_CORES = 4
export LEC_CHECK = 1
export CORE_UTILIZATION = 50

===== flow/constraint.sdc =====
current_design user_logic

set clk_period 24.3
set clk_io_pct 0.2

create_clock -name clk0 -period $clk_period [get_ports {Bus2IP_Clk}]
create_clock -name clk1 -period $clk_period [get_ports {M_AXI_ACLK}]

set non_clock_inputs [all_inputs -no_clocks]
set_input_delay [expr $clk_period * $clk_io_pct] -clock clk0 $non_clock_inputs
set_output_delay [expr $clk_period * $clk_io_pct] -clock clk0 [all_outputs]

===== flow/design.v =====
module user_logic (
  Bus2IP_Clk,
  Bus2IP_Resetn,
  Bus2IP_Data,
  Bus2IP_BE,
  Bus2IP_RdCE,
  Bus2IP_WrCE,
  IP2Bus_Data,
  IP2Bus_RdAck,
  IP2Bus_WrAck,
  IP2Bus_Error,
  M_AXI_ACLK,
  M_AXI_ARESETN,
  M_AXI_AWADDR,
  M_AXI_AWPROT,
  M_AXI_AWVALID,
  M_AXI_AWREADY,
  M_AXI_WDATA,
  M_AXI_WSTRB,
  M_AXI_WVALID,
  M_AXI_WREADY,
  M_AXI_BRESP,
  M_AXI_BVALID,
  M_AXI_BREADY,
  M_AXI_ARADDR,
  M_AXI_ARPROT,
  M_AXI_ARVALID,
  M_AXI_ARREADY,
  M_AXI_RDATA,
  M_AXI_RRESP,
  M_AXI_RVALID,
  M_AXI_RREADY,
  READY_NEXT_ADDR_DDR,
  IN_ADDR_BUFF,
  IRQ_DMA);
  parameter integer C_M_AXI_ADDR_WIDTH = 32;
  parameter integer C_M_AXI_DATA_WIDTH = 32;
  parameter C_NUM_REG = 32;
  parameter C_SLV_DWIDTH = 32;
    input wire M_AXI_ACLK;
    input wire M_AXI_ARESETN;
    output wire [C_M_AXI_ADDR_WIDTH-1:0] M_AXI_AWADDR;
    output wire [3-1:0] M_AXI_AWPROT;
    output wire M_AXI_AWVALID;
    input wire M_AXI_AWREADY;
    output wire [C_M_AXI_DATA_WIDTH-1:0] M_AXI_WDATA;
    output wire [C_M_AXI_DATA_WIDTH/8-1:0] M_AXI_WSTRB;
    output wire M_AXI_WVALID;
    input wire M_AXI_WREADY;
    input wire [2-1:0] M_AXI_BRESP;
    input wire M_AXI_BVALID;
    output wire M_AXI_BREADY;
    output wire [C_M_AXI_ADDR_WIDTH-1:0] M_AXI_ARADDR;
    output wire [3-1:0] M_AXI_ARPROT;
    output wire M_AXI_ARVALID;
    input wire M_AXI_ARREADY; 
    input wire [C_M_AXI_DATA_WIDTH-1:0] M_AXI_RDATA;
    input wire [2-1:0] M_AXI_RRESP;
    input wire M_AXI_RVALID;
    output wire M_AXI_RREADY;
	 output reg READY_NEXT_ADDR_DDR;
	 input wire [31:0] IN_ADDR_BUFF;
	 input wire IRQ_DMA;
    input           Bus2IP_Clk;
    input           Bus2IP_Resetn;
    input   [31:0]  Bus2IP_Data;
    input   [ 3:0]  Bus2IP_BE;
    input   [31:0]  Bus2IP_RdCE;
    input   [31:0]  Bus2IP_WrCE;
    output  [31:0]  IP2Bus_Data;
    output          IP2Bus_RdAck;
    output          IP2Bus_WrAck;
    output          IP2Bus_Error;
	 reg             up_sel;
    reg             up_rwn;
    reg     [ 4:0]  up_addr;
    reg     [31:0]  up_wdata;
    reg		 [31:0]	up_rdata;
    reg					up_ack;
    reg             IP2Bus_RdAck;
    reg             IP2Bus_WrAck;
    reg     [31:0]  IP2Bus_Data;
    reg             IP2Bus_Error;
    wire    [31:0]  up_rwce_s;
    wire            up_ack_s;
    assign up_rwce_s = (Bus2IP_RdCE == 0) ? Bus2IP_WrCE : Bus2IP_RdCE;
  always @(negedge Bus2IP_Resetn or posedge Bus2IP_Clk) begin
    if (Bus2IP_Resetn == 0) begin
      up_sel <= 'd0;
      up_rwn <= 'd0;
      up_addr <= 'd0;
      up_wdata <= 'd0;
    end else begin
      up_sel <= (up_rwce_s == 0) ? 1'b0 : 1'b1;
      up_rwn <= (Bus2IP_RdCE == 0) ? 1'b0 : 1'b1;
      case (up_rwce_s)
        32'h80000000: up_addr <= 5'h00;
        32'h40000000: up_addr <= 5'h01;
        32'h20000000: up_addr <= 5'h02;
        32'h10000000: up_addr <= 5'h03;
        32'h08000000: up_addr <= 5'h04;
        32'h04000000: up_addr <= 5'h05;
        32'h02000000: up_addr <= 5'h06;
        32'h01000000: up_addr <= 5'h07;
        32'h00800000: up_addr <= 5'h08;
        32'h00400000: up_addr <= 5'h09;
        32'h00200000: up_addr <= 5'h0a;
        32'h00100000: up_addr <= 5'h0b;
        32'h00080000: up_addr <= 5'h0c;
        32'h00040000: up_addr <= 5'h0d;
        32'h00020000: up_addr <= 5'h0e;
        32'h00010000: up_addr <= 5'h0f;
        32'h00008000: up_addr <= 5'h10;
        32'h00004000: up_addr <= 5'h11;
        32'h00002000: up_addr <= 5'h12;
        32'h00001000: up_addr <= 5'h13;
        32'h00000800: up_addr <= 5'h14;
        32'h00000400: up_addr <= 5'h15;
        32'h00000200: up_addr <= 5'h16;
        32'h00000100: up_addr <= 5'h17;
        32'h00000080: up_addr <= 5'h18;
        32'h00000040: up_addr <= 5'h19;
        32'h00000020: up_addr <= 5'h1a;
        32'h00000010: up_addr <= 5'h1b;
        32'h00000008: up_addr <= 5'h1c;
        32'h00000004: up_addr <= 5'h1d;
        32'h00000002: up_addr <= 5'h1e;
        32'h00000001: up_addr <= 5'h1f;
        default: up_addr <= 5'h1f;
      endcase
      up_wdata <= Bus2IP_Data;
    end
  end
  reg             up_sel_d = 'd0;
  reg             up_sel_2d = 'd0;
  assign up_ack_s = up_sel_d & ~up_sel_2d;
  always @(negedge Bus2IP_Resetn or posedge Bus2IP_Clk) begin
    if (Bus2IP_Resetn == 0) begin
      IP2Bus_RdAck <= 'd0;
      IP2Bus_WrAck <= 'd0;
      IP2Bus_Data <= 'd0;
      IP2Bus_Error <= 'd0;
    end else begin
      IP2Bus_RdAck <= (Bus2IP_RdCE == 0) ? 1'b0 : up_ack_s;
      IP2Bus_WrAck <= (Bus2IP_WrCE == 0) ? 1'b0 : up_ack_s;
      IP2Bus_Data <= up_rdata;
      IP2Bus_Error <= 'd0;
    end
  end
	reg [0:31] up_len_ref = 'd0;
	reg [0:31] up_addr_buff = 'd0;
  always @(negedge Bus2IP_Resetn or posedge Bus2IP_Clk) begin
    if (Bus2IP_Resetn == 0) begin
      up_len_ref <= 'd0;
		up_addr_buff <= 'd0;
    end else begin
      if ((up_addr == 5'h00) && (up_sel & ~up_rwn)) begin
        up_len_ref <= up_wdata;
      end
		if ((up_addr == 5'h01) && (up_sel & ~up_rwn)) begin
        up_addr_buff <= up_wdata;
      end
		end
	end
  always @(negedge Bus2IP_Resetn or posedge Bus2IP_Clk) begin
    if (Bus2IP_Resetn == 0) begin
      up_rdata <= 'd0;
		up_sel_d <= 'd0;
      up_sel_2d <= 'd0;
      up_ack <= 'd0;
    end else begin
      case (up_addr)
        5'h00: up_rdata <= up_len_ref;
		  5'h01: up_rdata <= up_addr_buff;
		  5'h02: up_rdata <= count_irq_dma;
		  5'h03: up_rdata <= write_index;
        default: up_rdata <= 0;
      endcase
		up_sel_d <= up_sel;
      up_sel_2d <= up_sel_d;
      up_ack <= up_ack_s;
    end
  end
   reg 		awvalid;
   reg 		wvalid;
   reg 		push_write;
   reg 		pop_read;
   reg          arvalid;
   reg          rready;
   reg          bready;
   reg [31:0] 	awaddr;
   reg [31:0] 	wdata;
   reg [31:0] 	araddr;
   reg          writes_done;
   reg          reads_done;
   reg          error_reg;
   reg [2:0] 	write_index;
   reg [2:0] 	read_index;
   reg [31:0] 	check_rdata;
   wire         read_mismatch;
   wire 	last_write;
   wire 	last_read;
assign M_AXI_AWADDR = awaddr;
assign M_AXI_WDATA = wdata;
assign M_AXI_AWPROT = 3'h0;
assign M_AXI_AWVALID = awvalid;
assign M_AXI_WVALID = wvalid;
assign M_AXI_WSTRB = -1;
assign M_AXI_BREADY = bready;
assign M_AXI_ARADDR = araddr;
assign M_AXI_ARVALID = arvalid;
assign M_AXI_ARPROT = 3'b0;
assign M_AXI_RREADY = rready;
reg  	irq_dma_ff = 'd0;
reg  	irq_dma_ff2 = 'd0;
wire  irq_dma_pulse;
assign irq_dma_pulse	= (!irq_dma_ff2) && irq_dma_ff;
	  always @(posedge M_AXI_ACLK)										      
      begin                                                                        
       if (M_AXI_ARESETN == 0)                                                   
         begin                                                                    
           irq_dma_ff <= 1'b0;                                                   
           irq_dma_ff2 <= 1'b0;                                                   
         end                                                                               
       else                                                                       
         begin
           irq_dma_ff <= IRQ_DMA;
           irq_dma_ff2 <= irq_dma_ff;                                                                 
         end                                                                      
      end
reg [31:0] count_irq_dma;
	  always @(posedge M_AXI_ACLK)										      
      begin                                                                            
       if (M_AXI_ARESETN == 0)                                                   
         begin                                                                    
				count_irq_dma <= 0;
				READY_NEXT_ADDR_DDR <= 0;	
         end                                                                               
       else if (irq_dma_pulse && ((up_addr_buff + (up_len_ref*4)*count_irq_dma) <= (up_addr_buff + 32'h400000)))                                                                       
			begin
				count_irq_dma <= count_irq_dma + 1;
				READY_NEXT_ADDR_DDR <= 0;	
         end
       else if ((up_addr_buff + (up_len_ref*4)*count_irq_dma) >= (up_addr_buff + 32'h400000))
			begin
				count_irq_dma <= 0;
				READY_NEXT_ADDR_DDR <= 1;
			end
      end  
always @(posedge M_AXI_ACLK)
  begin
     if (M_AXI_ARESETN == 0  )
       awvalid <= 1'b0;
     else if (M_AXI_AWREADY && awvalid)
       awvalid <= 1'b0;
     else if (push_write)
       awvalid <= 1'b1;
     else
       awvalid <= awvalid;
  end 
   always @(posedge M_AXI_ACLK)
  begin
      if (M_AXI_ARESETN == 0  || irq_dma_pulse)
	wvalid <= 1'b0;
      else if (M_AXI_WREADY && wvalid)
	wvalid <= 1'b0;
     else if (push_write)
       wvalid <= 1'b1;
     else
       wvalid <= awvalid;
  end 
always @(posedge M_AXI_ACLK)
  begin
     if (M_AXI_ARESETN == 0 || irq_dma_pulse)
 	  bready <= 1'b0;
      else
 	  bready <= 1'b1;
  end
parameter C_NUM_COMMANDS = 6;
always @(write_index)
  begin
     case (write_index)
		 1: awaddr <= 32'h7900000C;
       2: awaddr <= 32'h40400030;
       3: awaddr <= 32'h40400034;
       4: awaddr <= 32'h40400048;
		 5: awaddr <= 32'h40400058;
		 6: awaddr <= 32'h7900000C;
		 default: awaddr <= 32'h00000000;
     endcase 
  end
always @(write_index)
  begin
     case (write_index)
       1: wdata <= 0;
		 2: wdata <= 32'h00001001;
       3: wdata <= 32'h00001000;
       4: wdata <= up_addr_buff + ((up_len_ref*4)*count_irq_dma);
		 5: wdata <= 32'hFFFFFFFF;
		 6: wdata <= ((up_len_ref*4/8)-1)+ 32'h000010000;
       default: wdata <= 32'h00000000;
     endcase
  end
always @(posedge M_AXI_ACLK)
  begin
      if (M_AXI_ARESETN == 0 || irq_dma_pulse)
	begin
	   push_write <= 1'b0;
	   write_index <= 0;
	end
      else 
	if ((up_len_ref != 0) && (up_addr_buff != 0))
		begin
			if (~up_len_ref[0])				
				begin
					if (~awvalid && ~wvalid && ~last_write && ~push_write)
						begin
							push_write <= 1'b1;
							write_index <= write_index + 1;
						end
					else
						begin
							push_write <= 1'b0;  
							write_index <= write_index;
						end
					end
end
		end 
assign last_write = (write_index == C_NUM_COMMANDS);
always @(posedge M_AXI_ACLK)
  begin
     if (M_AXI_ARESETN == 0 || irq_dma_pulse)
       writes_done <= 1'b0;
     else if (last_write && M_AXI_BVALID)
       writes_done <= 1'b1;
     else
       writes_done <= writes_done;
 end
endmodule

===== flow/run.sh =====
#!/bin/bash
# OpenROAD 26Q1-2900-gdf79404cd8, Yosys 0.63+post, stock flow scripts
make -C /OpenROAD-flow-scripts/flow DESIGN_CONFIG=/design/flow/config.mk WORK_HOME=/design/flow/orfs finish

==> results_slide.txt <==
Key Metrics from the Run

Pwr
  • VDD IR max: 0.0544 mV
  • Leakage: 14.8 nW
  • Power density over the cells: 25.0 nW/um^2

Detailed routing
  • Final routed DRC violation total: 0
  • Met3 Wirelength: 8790 um
  • Metal-1 WL: between 30000 and 40000 um
  • Total number of vias: between 20000 and 25000
  • WL per Instance: 21.8 um
  • Via/cell ratio: approximately 5.6
  • Iteration-0 DRC Markers: 1147
  • Drt pass-1 iters: 6
  • Met2 WL: 37800 um
  • Total wire length: 84400 um
  • Antenna Nets Post-Route: 0
  • Top Layer Used: met4

Yosys
  • Synth async-reset ratio: 0.803
  • Unique cell types: approximately 82
  • Average size of a mapped cell: 8.97 sq um
  • EDFF count, synth: 0
  • Yosys reg bits: between 200 and 250
  • Cells after Synth: 3047
  • Ys flop type: dfrtp_1
  • Synth warn: 35
  • Post-synth seq share: 0.187
  • Yosys chip area: 27300 sq um
  • Synth Cell Area: 27300 sq um
  • # Cells Yosys: 3047

Worst setup path
  • CP Capture Type: output port
  • Cell mode on critical path: fa_1
  • WP data required: 19440 ps
  • Critical path class: register to output port
  • Register-to-Register Path Depth: 38
  • Worst Path Max Fanout: 23
  • CP delay by family, top: adder cells
  • WP buf/inv: 8
  • CP startpoint kind: register
  • Arrival time worst endpoint: 10800 ps
  • Crit path depth: 33
  • Slowest stage delay, CP: ~640 ps
  • Slowest CP cell: dfrtp_1

Layout
  • Most common logic cells in the final layout: inv_1, fa_1, nand2_1, and2_1, ha_1
  • Most frequent logic cell in the layout: inv_1
  • Final core utilization: 0.565
  • Area growth, synth to finish: 11.5%
  • Post-Layout Cell Count: around 3900
  • Layout cells sized above 1: 0.0640

Global routing
  • All-layer global routing usage: 0.333
  • Initial antenna violation count: 0
  • Largest net degree at the start of global routing: 73
  • Global-route wire length before repair: roughly 130000 um
  • Vias in the first global route: 22600
  • Gr ovfl total: 0

Placement
  • GPL Wtd Cong: 0.987
  • Placed Cells: 3829
  • DP HPWL: 64700 um
  • Port bufs: 182

Worst hold path
  • HP Class: register to register
  • Worst hold stages: 0

Final timing
  • RSZ-0062 raised after global routing: false
  • Clock Skews: 11.8 ps
  • Max Slew Vio Count: 0
  • Max_slew headroom: 0.270
  • WHS: 347 ps
  • Least-Margin Pin Slew: 1090 ps
  • Endpoints failing setup: 0
  • Hold Fails Final Rpt: 0
  • TNS Setup: 0 ps

Clock tree
  • Clock sinks: approximately 210
  • Setup Buffers After CTS: 0
  • CTS tree: done
  • Clock slew at reported path FFs: 70 ps
  • Hold-fix buffers at CTS: 0
  • Post-CTS Resized: 0

Die
  • Init Core Util: 0.507
  • Die Height: 236 um
  • Io pins: 325
  • Core area: 53900 sq um
  • Num rows: 85
  • Die Area: 55600 sq um
  • Die span in x: 236 um

Flow run
  • Log Warnings: between 100 and 150
  • # Max-Cap Violations: 0

Outcome
  • Status: finished clean
-- synthesized netlist by cell type, types with 13 or more instances --
| cell | number | area, sq um |
|---|---|---|
| xnor2_1 | 119 | 1040 |
| inv_1 | 460 | 1730 |
| nand2_1 | 313 | 1170 |
| a221o_1 | 19 | 190 |
| o21ai_0 | 72 | 360 |
| a211oi_1 | 15 | 113 |
| or3_1 | 19 | 119 |
| xor2_1 | 45 | 394 |
| fa_1 | 354 | 7090 |
| nor3_1 | 39 | 195 |
| a31oi_1 | 13 | 81.3 |
| nand2b_1 | 14 | 87.6 |
| mux2_2 | 67 | 754 |
| nand4_1 | 21 | 131 |
| nand3_1 | 57 | 285 |
| a221oi_1 | 29 | 254 |
| nor2_1 | 108 | 405 |
| and2_1 | 256 | 1600 |
| and3_1 | 15 | 93.8 |
| nor4_1 | 28 | 175 |
| a21oi_1 | 129 | 646 |
| clkbuf_1 | 147 | 552 |
| buf_4 | 71 | 533 |
| a21o_1 | 44 | 330 |
| or4_1 | 14 | 105 |
| dfxtp_1 | 42 | 841 |
| dfrtp_1 | 171 | 4280 |
| ha_1 | 187 | 2340 |
-- metal layers --
layer  track usage  vias up
li1              -     9922
met1         0.497    10700
met2         0.492      918
met3         0.116      142
met4        0.0770        0
met5             0        -
-- final cells by class --
type                            count  area (sq um)
Inverter                          464          1740
Timing Repair Buffer              250          2330
Clock inverter                     17           234
Fill cell                        4715         23400
Sequential cell                   213          5120
Clock buffer                       23           554
Tap cell                          696           871
Multi-Input combinational cell   2206         19600
Antenna cell                        1          2.50
-- worst paths after layout --
kind | to | start | slack [ps]
worst max-delay path | M_AXI_WDATA[29] | up_len_ref[28]$_DFFE_PN0P_ | 8640
worst min-delay path | IP2Bus_Data[8]$_DFF_PN0_ | up_rdata[8]$_DFF_PN0_ | 350
worst max register to register | count_irq_dma[6]$_SDFFE_PN0P_ | up_len_ref[28]$_DFFE_PN0P_ | 11270
worst min register to register | IP2Bus_Data[8]$_DFF_PN0_ | up_rdata[8]$_DFF_PN0_ | 350
max in group clk1 | count_irq_dma[6]$_SDFFE_PN0P_ | up_len_ref[28]$_DFFE_PN0P_ | 11270
max in group asynchronous | up_rdata[8]$_DFF_PN0_ | Bus2IP_Resetn | 18100
min in group clk1 | wvalid$_SDFF_PP0_ | wvalid$_SDFF_PP0_ | 480
min in group asynchronous | up_wdata[30]$_DFF_PN0_ | Bus2IP_Resetn | 4410
-- kinds of logic (layout without fill, tap and decap cells) --
logic type,after synthesis,after routing,synth area share
AOI/OAI and AO/OA,409,409,0.0986
xor gates and xnor gates,164,164,0.0526
adders and majority gates,541,541,0.345
buffers and inverters,692,754,0.105
DFF,213,213,0.187
muxes,77,77,0.0313
other,2,67,0.000275
and+or+nand+nor,949,949,0.180
-- sequential cells by signal (all words and copies together) (netlist names), 3 cells and up --
signal         count
up_rdata          32
IP2Bus_Data       32
write_index        3
up_addr_buff      32
count_irq_dma     32
up_len_ref        32
up_addr            5
up_wdata          32
-- stage by stage --
step	worst slack, ps	cell area, sq um	power (W)
floorplan	11160	27600	0.000382
global placement	9260	29700	0.000408
detailed placement	9310	29700	0.000409
CTS	8690	30500	0.000773
global route	8220	30500	0.000791
finish	8640	30500	0.000763
-- power breakdown --
part | switching, W | total (W) | internal, W | leakage, nW
Sequential | 0.00000262 | 0.000359 | 0.000356 | 2.61
Combinational | 0.0000231 | 0.0000425 | 0.0000194 | 11.8
Clock | 0.000164 | 0.000362 | 0.000198 | 0.378
Total | 0.000190 | 0.000763 | 0.000574 | 14.8
Power and IR drop assume default switching activity.
